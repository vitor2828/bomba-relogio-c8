<file path="design/flow/config.mk">
export PLATFORM = sky130hd
export DESIGN_NAME = cronometro
export DESIGN_NICKNAME = cronometro
export VERILOG_FILES = /design/flow/design.v
export SDC_FILE = /design/flow/constraint.sdc
export NUM_CORES = 4
export LEC_CHECK = 1
export CORE_UTILIZATION = 40
</file>
<file path="design/flow/constraint.sdc">
current_design cronometro

set clk_period 5.7
set clk_io_pct 0.2

create_clock -name clk0 -period $clk_period [get_ports {clk}]

set non_clock_inputs [all_inputs -no_clocks]
set_input_delay [expr $clk_period * $clk_io_pct] -clock clk0 $non_clock_inputs
set_output_delay [expr $clk_period * $clk_io_pct] -clock clk0 [all_outputs]
</file>
<file path="design/flow/design.v">
module cronometro(
	input logic clk,
	input logic reset,
	input logic start,
	input logic desarmada,
	output logic [3:0] min,
	output logic [3:0] dez_seg,
	output logic [3:0] unid_seg,
	output logic explodiu
);
	logic tick;
	logic ativo;
	divisor_clock div(
		.clk(clk),
		.reset(reset),
		.tick_1s(tick)
	);
	always_ff@(posedge clk, posedge reset) begin
		if(reset) begin
			min<=2;
			dez_seg<=5;
			unid_seg<=9;
			ativo <= 0;
			explodiu <= 0;
		end 
		else if(start) begin
			min<=2;
			dez_seg<=5;
			unid_seg<=9;
			ativo <= 1;
			explodiu <= 0;
		end	
		else if(desarmada) begin
			ativo <= 0;
			explodiu <= 0;
		end
		else if(ativo && tick) begin
			if(unid_seg == 0) begin
				unid_seg <= 9;
				if (dez_seg == 0) begin
					dez_seg <= 5;
					if(min == 0) begin
						min <= 0;
						dez_seg <= 0;
						unid_seg <= 0;
						ativo <= 0;
						explodiu <= 1;
					end else begin
						min <= min - 1;
					end
				end else begin
					dez_seg <= dez_seg - 1;
				end
			end else begin
				unid_seg <= unid_seg - 1;
			end
		end
	end
endmodule
module divisor_clock(
	input logic clk,
	input logic reset,
	output logic tick_1s  
);
	parameter FREQ = 5;  
	int contador;
	always_ff@(posedge clk, posedge reset) begin
		if(reset) begin
			contador <= 0;
			tick_1s <= 0;
		end else begin
			if (contador == FREQ - 1) begin
			contador <= 0;
			tick_1s <= 1;  
			end else begin
				contador <= contador + 1;
				tick_1s <= 0;
			end
		end
	end
endmodule
</file>
<file path="design/flow/run.sh">
#!/bin/bash
# OpenROAD 26Q1-2900-gdf79404cd8, Yosys 0.63+post, stock flow scripts
make -C /OpenROAD-flow-scripts/flow DESIGN_CONFIG=/design/flow/config.mk WORK_HOME=/design/flow/orfs finish
</file>
==> changes_impl.md <==
### Metrics

* Status: complete, no violations
* Power Internal at 0.426 mW
* Post-synth top cells: 42 x dfrtp_1, 25 x nor2_1, 18 x inv_1, 18 x nand2_1, 16 x xnor2_1
* FMAX at 396 MHz
* Largest type area fraction at 44.7%
* Clk buf depth at 2
* First-pass GRT wire length at 7480 um
* Number of global-route vias before repair at 1540
* Max-cap violation count at 0
* Synth Flop Type: dfrtp_1
* Total core area at 5570 um2
* Dpl hpwl at 2860 um
* Die Ht at 78.7 um
* Critical path class: in -> reg
* I/O pin cnt at 17
* Initial antenna violation count at 0
* Largest net degree at the start of global routing at 48
* Yosys Warn Count at 2
* R2R Setup Slk at 3490 ps
* Congestion Overflow GR at 0
* CTS Hold Bufs at 0
* Fp_density at 42.2%
* Tmin final at 2520 ps
* Final Util at 48.2%
* Synth Register Bits at 47
* Worst path bufs/invs at 1
* Slowest stage delay, CP at 540 ps
* VDD IR max at 0.121 mV
* H-Tree Level Count at 2
* Slowest stage cell, crit path: or4_1
* Clock Root Buffer: clkbuf_8
* Register clock-pin slew on the reported worst setup and hold paths at 90 ps
* Power density over cell area at 205 nW/um2
* Leak pwr at 1.18 nW
* EDFF count, synth at 0
* # diodes at 0
* Sequential power share at 60.6%
* Hold crit path type: reg -> reg
* Hold Vio Cnt, Final at 0
* Synth Cell Area at 2350 um2
* Sw frac at 23.0%
* Post-CTS Repair Setup Buffers at 0
* Routed wire length per instance at 12.5 um
* CP top delay family: simple AND/OR/NAND/NOR gates
* Worst Path Arrival at 2750 ps
* Slew Viols, Final at 0
* CP Cell Sequence: clkdlybuf4s50_1 -> and3b_1 -> nand3_1 -> or4_1 -> a21oi_1
* Register share after synthesis at 50.2%
* Post-route ant nets at 0
* Gate Count Post-Synth at 228
* Combinational share of power at 2.3%
* DR DRC count at 0
* Psw at 0.127 mW
* Clk_skew at 8.40 ps
* Cell Type Count at 40
* DRT Pass-1 Iters at 4
* Critical path launch point: desarmada
* Top area cell types: dfrtp_1 45%, xnor2_1 6.0%, dfstp_2 5.6%
* WL final at 4050 um
* Max_slew headroom at 61.9%
* Worst EP required at 5930 ps
* Ys async rst share at 100%
* Worst-Margin Slew at 572 ps
* Tool warning count at 27
* Post-CTS resize count at 0
* Most numerous cell in the Yosys netlist: dfrtp_1
* Drt first-iter violations at 98
* RePlAce Congestion at 0.845
* Yosys stat area at 2350 um2
* Crit path max fanout at 7
* Die width at 78.7 um
* Number of port buffers at 16
* Period utilization at 44.3%
* Standard-cell row count at 27
* Crit. End Element: flop
* Clock power share at 37.1%
* Chip area at 6190 um2
* RSZ-0062 raised after global routing: no
* Post-DR vias/cell at 5.00
* RR Startpoint: dez_seg[1]
* TritonCTS buffer count at 5
* CP Launch Type: input pin
* Sink Count at 47
* Synth-to-Final Area Change at 14.2%
* Vias at 1616
* Yosys stat cell total at 228
* Total track usage at 15.7%
* Clk latency of the worst-skew pair at 310 ps
* Layout cell share with drive strength beyond 1 at 12.7%
* Setup violators final at 0
* Hold_sp: div.contador[31]
* CTS tree: done
* Syn Area/Cell at 10.3 um2
* Cell type with the largest total area: dfrtp_1
* Setup total negative slack at 0 ps
==> layout make-up <==
| class | count | area (um2) |
|---|---|---|
| repair buffers | 17 | 168 |
| well taps | 72 | 90.1 |
| fillers | 504 | 2890 |
| multi-input cells | 161 | 1090 |
| clock inverters | 3 | 23.8 |
| inverters | 18 | 67.6 |
| flip-flops and latches | 47 | 1180 |
| clock buffers | 5 | 68.8 |
==> per-stage QoR <==
step           instance area, um2  worst slack (ps)  hold slack [ps]  instances  power (mW)
3_5_place_dp                 2600              2890              462        315       0.355
5_1_grt                      2690              3080              499        323       0.578
2_1_floorplan                2350              3450              443        228       0.349
4_1_cts                      2690              3200              480        323       0.562
3_3_place_gp                 2600              2910              459        315       0.355
6_report                     2690              3180              481        323       0.552
==> logic make-up (layout without fill, tap and decap cells) <==
group	count (synthesis)	after routing	synth area share (%)
AOI/OAI and AO/OA	19	19	4.94
xor gates and xnor gates	30	30	11.2
adders and majority gates	5	5	2.66
buffers and inverters	20	43	3.51
DFF	47	47	50.2
muxes	1	1	0.425
and+or+nand+nor	106	106	27.1
==> layer usage <==
layer / share of wire, % / up-vias / global-route usage [%]
met4: 1.3 / 0 / 1.67
met2: 42 / 15 / 21.0
met5: 0 / - / 0
li1: - / 833 / -
met3: 3.3 / 6 / 3.03
met1: 54 / 762 / 28.6
==> cells in the final DEF (no fill, tap or decap), types with 2 or more instances in the layout <==
cell type / Yosys / final
a21oi_1: 7 / 7
and3_1: 2 / 2
clkbuf_8: 0 / 5
clkdlybuf4s50_1: 0 / 16
clkinvlp_4: 0 / 2
dfrtp_1: 42 / 42
dfstp_2: 5 / 5
ha_1: 5 / 5
inv_1: 18 / 17
nand2_1: 18 / 18
nand3_1: 10 / 10
nand3_2: 2 / 2
nand4_1: 6 / 6
nor2_1: 25 / 25
nor3_1: 10 / 10
nor3_2: 4 / 4
nor3b_1: 2 / 2
nor4_1: 7 / 7
nor4_4: 3 / 3
nor4b_1: 2 / 2
o21ai_0: 5 / 5
o311ai_0: 2 / 2
or3_1: 2 / 2
or3b_2: 2 / 2
or4_1: 3 / 3
xnor2_1: 16 / 16
xor2_1: 14 / 14
==> power by group through the flow <==
stage         clock [mW]  combinational [mW]  sequential [mW]
CTS                0.213              0.0138            0.335
finish             0.205              0.0128            0.335
global route       0.228              0.0155            0.335
==> worst reg2reg max path, stage by stage, from the launching register on <==
cell and delay [ps]:
dfrtp_1 420, inv_1 70, ha_1 180, nor3b_1 450
nand3_1 340, or4_1 540, a21oi_1 160
==> registers in the layout, summed over array words and instances, names as in the netlist <==
register / count
div.contador: 32
dez_seg: 4
min: 4
unid_seg: 4
ativo: 1
div.tick_1s: 1
explodiu: 1
==> worst paths after layout <==
| kind | end | depth (start not counted) |
|---|---|---|
| hold reg to reg | div.contador[31] | 1 |
| max in group asynchronous | dez_seg[0] | 3 |
| hold / removal | div.contador[31] | 1 |
| setup reg to reg | min[2] | 6 |
| setup / recovery | min[2] | 5 |
| min in group asynchronous | min[0] | 3 |
No activity file was given, so power comes from the tool's default toggle rates.
